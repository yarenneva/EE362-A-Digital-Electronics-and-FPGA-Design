==> design/flow/design.v <==
`timescale 1ns / 1ps
module SevenSegFourDigwithEnable(clk, rst, in, sevenSeg, anode);
input clk, rst;
input [19:0] in;
output [7:0] sevenSeg;
output reg [3:0] anode;
parameter SCWIDTH = 15;
reg [SCWIDTH:0] cnt, cntNext;
reg [4:0] inOneDig;
SevenSegOneDigwithEnable inst0(.in(inOneDig), .sevenSeg(sevenSeg));
always@(posedge clk) begin
	cnt <= cntNext;
end
always@(*) begin
	if(rst) begin
		cntNext = 0;
		anode = 4'b1111;
		inOneDig = 5'b11111;
	end else begin
		cntNext = cnt + 1;
		case(cnt[SCWIDTH:SCWIDTH-1])
			2'b00:begin
				inOneDig = in[19:15];
				anode = 4'b0111;
			end
			2'b01:begin
				inOneDig = in[14:10];
				anode = 4'b1011;
			end
			2'b10:begin
				inOneDig = in[9:5];
				anode = 4'b1101;
			end
			2'b11:begin
				inOneDig = in[4:0];
				anode = 4'b1110;
			end
		endcase
	end
end
endmodule
module SevenSegOneDigwithEnable(in, sevenSeg);
input [4:0] in;
output reg [7:0] sevenSeg;
always@(*) begin
	if(in[4])
		sevenSeg = 8'b11111111;         
	else begin
		case(in[3:0])
			0:  sevenSeg = 8'b00000011;   
			1:  sevenSeg = 8'b10011111;   
			2:  sevenSeg = 8'b00100101;   
			3:  sevenSeg = 8'b00001101;   
			4:  sevenSeg = 8'b10011001;   
			5:  sevenSeg = 8'b01001001;   
			6:  sevenSeg = 8'b01000001;   
			7:  sevenSeg = 8'b00011111;   
			8:  sevenSeg = 8'b00000001;   
			9:  sevenSeg = 8'b00001001;   
			10: sevenSeg = 8'b00010001;   
			11: sevenSeg = 8'b11000001;   
			12: sevenSeg = 8'b01100011;   
			13: sevenSeg = 8'b10000101;   
			14: sevenSeg = 8'b01100001;   
			15: sevenSeg = 8'b01110001;   
		endcase
	end
end
endmodule
`timescale 1ns / 1ps
module display2_top(clk, rst, dataIn, sevenSeg, anode);
input clk, rst;
input [7:0] dataIn;
output [3:0] anode;
output [7:0] sevenSeg;
parameter SCWIDTH = 15;
parameter RCWIDTH = 25;
wire [4:0] seg0, seg1, seg2, seg3;
wire en;
wire [2:0] state;
timer #(RCWIDTH) timer0(.clk(clk), .rst(rst), .en(en));
stateMachine stateMachine0(.clk(clk), .rst(rst), .en(en), .state(state));
SevenSegFourDigwithEnable #(SCWIDTH) SevenSegFourDigwithEnable0(.clk(clk), .rst(rst), .in({seg3, seg2, seg1, seg0}), .sevenSeg(sevenSeg), .anode(anode));
rotateDigit rotateDigit0(.in0({3'b000,dataIn[1:0]}), 
								 .in1({3'b000,dataIn[3:2]}), 
								 .in2({3'b000,dataIn[5:4]}), 
								 .in3({3'b000,dataIn[7:6]}), 
								 .in4(5'b10000), 
								 .in5(5'b10000), 
								 .in6(5'b10000), 
								 .state(state), 
								 .seg0(seg0), 
								 .seg1(seg1), 
								 .seg2(seg2), 
								 .seg3(seg3));
endmodule
`timescale 1ns / 1ps
module rotateDigit(in0, in1, in2, in3, in4, in5, in6, state, seg0, seg1, seg2, seg3);
input [4:0] in0, in1, in2, in3, in4, in5, in6;
input [2:0] state;
output reg [4:0] seg0, seg1, seg2, seg3;
always @* begin
	seg0 = 0;
	seg1 = 0;
	seg2 = 0;
	seg3 = 0;
	case(state)
		0:begin
			seg0 = in0;
			seg1 = in1;
			seg2 = in2;
			seg3 = in3;
		end
		1:begin
			seg0 = in1;
			seg1 = in2;
			seg2 = in3;
			seg3 = in4;
		end
		2:begin
			seg0 = in2;
			seg1 = in3;
			seg2 = in4;
			seg3 = in5;
		end
		3:begin
			seg0 = in3;
			seg1 = in4;
			seg2 = in5;
			seg3 = in6;
		end
		4:begin
			seg0 = in4;
			seg1 = in5;
			seg2 = in6;
			seg3 = in0;
		end
		5:begin
			seg0 = in5;
			seg1 = in6;
			seg2 = in0;
			seg3 = in1;
		end
		6:begin
			seg0 = in6;
			seg1 = in0;
			seg2 = in1;
			seg3 = in2;
		end
		7:begin
			seg0 = in0;
			seg1 = in1;
			seg2 = in2;
			seg3 = in3;
		end
	endcase
end
endmodule
`timescale 1ns / 1ps
module stateMachine(clk, rst, en, state);
input clk, rst, en;
output reg [2:0] state;
reg [2:0] stateNext;
always @(posedge clk) begin
	state <= #1 stateNext;
end
always @(*) begin
	stateNext=state;
	if(rst) begin
		stateNext=6;
	end
	else if(en)begin
		if(state==6)begin
			stateNext=5;
		end
		else if(state==5)begin
			stateNext=4;
		end
		else if(state==4)begin
			stateNext=3;
		end
		else if(state==3)begin
			stateNext=2;
		end
		else if(state==2)begin
			stateNext=1;
		end
		else if(state==1)begin
			stateNext=0;
		end
		else if(state==0)begin
			stateNext=6;
		end
	end
end
endmodule
`timescale 1ns / 1ps
module timer(clk, rst, en
    );
input clk, rst;
output en;
parameter RCWIDTH = 25;
reg [RCWIDTH-1:0] cnt, cntNext;
always@(posedge clk)begin
	cnt <= cntNext;
end
always@(*)begin
	if(rst)
		cntNext = 0;
	else
		cntNext = cnt + 1;
end
assign en = (cnt==0);
endmodule
==> design/flow/run.sh <==
#!/bin/bash
# OpenROAD 26Q1-2900-gdf79404cd8, Yosys 0.63+post, stock flow scripts
make -C /OpenROAD-flow-scripts/flow DESIGN_CONFIG=/design/flow/config.mk WORK_HOME=/design/flow/orfs finish
==> design/flow/config.mk <==
export PLATFORM = sky130hd
export DESIGN_NAME = display2_top
export DESIGN_NICKNAME = display2_top
export VERILOG_FILES = /design/flow/design.v
export SDC_FILE = /design/flow/constraint.sdc
export NUM_CORES = 4
export LEC_CHECK = 1
export CORE_UTILIZATION = 40
==> design/flow/constraint.sdc <==
current_design display2_top

set clk_period 3.3
set clk_io_pct 0.2

create_clock -name clk0 -period $clk_period [get_ports {clk}]

set non_clock_inputs [all_inputs -no_clocks]
set_input_delay [expr $clk_period * $clk_io_pct] -clock clk0 $non_clock_inputs
set_output_delay [expr $clk_period * $clk_io_pct] -clock clk0 [all_outputs]
==> impl_metrics.csv <==
group,metric,value,unit
status,outcome,"complete, no violations",
place,dpl.hpwl,3.367,mm
power,p_sw_share,25.10,%
cells_and_area,design_area,2849,µm²
clock_tree,cts_sinks,48,
synth,top_area_cell,"dfxtp_1",
critical_path,crit_required,2640,ps
synth,netlist_area,2500,µm²
sta,drv_slew,0,
cells_and_area,synthToLayoutAreaGrowth,13.96,%
cells_and_area,mi_logic_area,1415,µm²
detailed_routing,n_antenna_cell,0,
synth,async_flop_share,0,%
critical_path,crit_chain,"clkdlybuf4s50_1, nand2_1, a32oi_1, a211o_1, and3_1, a21boi_0, clkdlybuf4s50_1",
min_path,min_path_type,"flip-flop to flip-flop",
synth,edf_count,0,
place,gp_congestion,0.8433,
detailed_routing,wl_per_cell,12.68,µm
detailed_routing,via_per_inst,5.422,
synth,ys_seq_share,38.44,%
clock_tree,htreeDepth,2,
sta,period_needed,3100,ps
clock_tree,clock.latency.late_pin,300,ps
critical_path,cp_max_fo,4,
synth,synth.top_cell.area_share,38.44,%
clock_tree,cts.clk_slew.worst_paths,90,ps
detailed_routing,wirelength,4.933,mm
synth,ys_chip_area,2500,µm²
power,power,1120,µW
grt,grt_pass1_vias,1914,
place,dp_slack,-36.54,ps
power,power_frac_clock,33.3,%
grt,grt-ovfl-total,0,
critical_path,cpMaxStageDelayCell,"clkdlybuf4s50_1",
floorplanning,core,5991,µm²
critical_path,path_class,"input pin to primary output",
flow_run,warnings,26,
floorplanning,die-area,6570,µm²
floorplanning,fp.dieH,81.06,µm
cells_and_area,flop_area,963.4,µm²
clock_tree,clock-root-buffer,"clkbuf_8",
clock_tree,ctsHoldBuffers,0,
floorplanning,num_rows,28,
power,comb_power_share,12.3,%
power,powerDensity,393.3,nW/µm²
grt,grt_pass1_wl,8.528,mm
clock_tree,max-clock-path-buffers,2,
sta,grt_setup_unrepaired,"false",
synth,avgSynthCellArea,8.446,µm²
grt,antenna_found_initial,0,
sta,relSlewSlack,49.48,%
clock_tree,cts_tree,"done",
detailed_routing,num_vias,2109,
critical_path,arrival,2440,ps
sta,holdWs,452.1,ps
power,power_switching,281.2,µW
floorplanning,fp_util,41.73,%
cells_and_area,drive_above_1_share,9.873,%
power,p_leak,0.001015,µW
power,ir_worst_vdd,0.1751,mV
sta,finalClockSkew,6.422,ps
sta,setup_viol,0,
sta,fmax,322.6,MHz
sta,fin_ws,199.8,ps
cells_and_area,fillers,564,
place,place_area,2708,µm²
critical_path,crit_top_cell,"clkdlybuf4s50_1",
synth,ys.flops,48,
place,place_inst,379,
synth,synth_warnings,5,
critical_path,cp-end-kind,"primary output",
grt,grt_max_degree,52,
place,io_buffers,20,
detailed_routing,drc,0,
power,power_frac_seq,54.4,%
critical_path,worstSetupStartpointType,"input pin",
floorplanning,die_x,81.06,µm
sta,period_used_share,93.95,%
sta,worstMarginPinSlew,752.1,ps
clock_tree,cts_made_buffers,5,
power,intPower,839.2,µW
cells_and_area,stdcell_count,389,
critical_path,cpPeakStageDelay,470,ps
synth,yosys_cells,296,
synth,synth-main-ff-cell,"dfxtp_1",
detailed_routing,drt-initial-drc-count,116,
synth,ys_top_cells_by_area,"dfxtp_1, xor2_1, nor2_1, xnor2_1, nand2_1",
detailed_routing,dr.pass1.iters,4,
floorplanning,ios,22,
sta,hold_viol_final,0,
grt,groute.usage.overall,16.72,%
synth,ys_types,51,
flow_run,cap_violations,0,
synth,postSynthCellCount,296,
detailed_routing,ant_nets,0,
==> cell families (layout without fill, tap and decap cells) <==
family                     after synthesis  count (layout)  share of synthesized area [%]
AOI/OAI and AO/OA                       53              53                          14.21
xor gates and xnor gates                29              29                          10.16
adders and majority gates                3               3                          1.502
buffers and inverters                   23              41                          5.355
DFF                                     48              48                          38.44
muxes                                    3               3                          1.251
other                                    1               1                         0.1500
and+or+nand+nor                        136             136                          28.93
==> layout make-up <==
class | count | share of cell area, %
multi-input combinational | 225 | 49.67
tap | 75 | 3.294
clock buffer | 6 | 2.899
timing repair buffer | 25 | 8.783
inverter | 8 | 1.054
clock inverter | 2 | 0.4831
sequential | 48 | 33.82
==> metal layers <==
layer / vias to the layer above / share of wire, % / track usage, % / wire (µm)
met2: 58 / 41 / 26.05 / 2029
met1: 955 / 52 / 25.52 / 2574
li1: 1087 / - / - / -
met4: 0 / 1.5 / 2.500 / 75
met5: - / 0 / 0 / 0
met3: 9 / 5.1 / 2.509 / 253
==> sequential cells by signal, summed over array words and instances (netlist names) <==
name                            flops
SevenSegFourDigwithEnable0.cnt     16
stateMachine0.state                 7
timer0.cnt                         25
==> repair_timing <==
| item | in CTS | in global routing |
|---|---|---|
| pin swaps | 2 | 6 |
| setup endpoints to repair | 4 | 5 |
| buffers inserted | 0 | 2 |
| gates resized | 0 | 12 |
| cloned | 0 | 0 |
==> path summary, 6_finish.rpt <==
path / endpoint / cells after the start / slack (ps) / startpoint
max: sevenSeg[7] / 7 / 200 / dataIn[5]
min: stateMachine0.state[1]$_DFF_P_ / 2 / 450 / stateMachine0.state[4]$_DFF_P_
max reg2reg: stateMachine0.state[4]$_DFF_P_ / 7 / 1340 / timer0.cnt[0]$_SDFF_PP0_
min reg2reg: stateMachine0.state[1]$_DFF_P_ / 2 / 450 / stateMachine0.state[4]$_DFF_P_
==> worst max-delay path: cells and delay by family <==
kind / cells / cell delay [ps]
AND-OR/OR-AND: 3 / 580
buffers and inverters: 2 / 940
AND/OR/NAND/NOR: 2 / 260
==> cells in the mapped netlist (3+ instances only) <==
library cell,number
dfxtp_1,48
nor2_1,39
nand2_1,24
nand3_1,17
xor2_1,17
o21ai_0,16
a21oi_1,13
xnor2_1,12
nand4_1,11
a22oi_1,8
inv_1,8
nor4_1,8
nor3_1,6
or3_1,6
clkbuf_1,5
buf_2,4
nor2b_1,4
a222oi_1,3
ha_1,3
nand2b_1,3
==> placed cells by master (no fill, tap or decap), drive strengths merged, types with 4 or more instances in the layout <==
cell,count
dfxtp,48
a21oi,13
clkbuf,6
or3,9
a22oi,8
nand2,24
xnor2,12
inv,9
xor2,17
dlymetal6s2s,7
buf,6
o21ai,16
nor4,8
nor3,6
nand4,12
nor2,39
nand3,17
clkdlybuf4s50,12
nor2b,4
==> power by group through the flow <==
| stage | Sequential [µW] | Combinational (µW) | Clock, µW |
|---|---|---|---|
| 4_1_cts | 609 | 133 | 386 |
| 5_1_grt | 612 | 157 | 408 |
| 6_report | 609 | 138 | 373 |
==> metrics by stage <==
stage               utilization, %  setup TNS (ps)
detailed placement           45.20          -117.8
global route                 47.56               0
global placement             45.20               0
finish                       47.56               0
CTS                          46.80               0
floorplan                        -               0
Power figures rest on the tool's default switching activity, not on a simulated workload.
