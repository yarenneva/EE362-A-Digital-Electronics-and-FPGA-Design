==> flow/design.v <==
`timescale 1ns / 1ps
module LedCPUcore(clk,rst,addrRd,dataRd,outPattern );
input  clk,rst;
output reg [7:0] addrRd;
input [15:0] dataRd;
output reg [7:0] outPattern; 
parameter FREQ = 50_000_000/16;
reg [7:0] addrRdNext;
reg [7:0] outPatternNext;
reg [25:0] count, countNext;
reg [7:0] processTime, processTimeNext;
always@(posedge clk) begin
	addrRd <= addrRdNext;
	outPattern <= outPatternNext;
	count <= countNext;
	processTime <= processTimeNext;
end
always@(*)begin
	outPatternNext = outPattern;
	countNext = count+1;
	processTimeNext = processTime;
	addrRdNext = addrRd;
	if(rst)begin
		addrRdNext = 0;
		outPatternNext = 0;
		countNext = 0;
		processTimeNext = 0;
	end
	else if(dataRd[7:0]!=0)begin
		outPatternNext=dataRd[15:8];	
		if(count==FREQ)begin
			countNext=0;
			processTimeNext=processTime+1;
		end
		if(processTime==dataRd[7:0]) begin
			addrRdNext=addrRd+1;
			processTimeNext=0;
		end
	end
	else if(dataRd[7:0]==0) begin
		addrRdNext=dataRd[15:8];
	end
end
endmodule
module LedCPUwithRAM(
	clk,
	rst,
	switch,
	enter,
	outPattern
);
input clk, rst;
input [7:0] switch;
input enter;
output [7:0] outPattern;
parameter NDELAY = 650000;
parameter FREQ = 50_000_000/16;
wire enterDB, wrEn;
wire [7:0] addrWr,  addrRd;
wire [15:0] dataWr, dataRd;
debounce #(NDELAY)debounce_1(.rst(rst), .clk(clk), .noisy(enter), .clean(enterDB));
progLogic progLogic_1(.clk(clk), .rst(rst), .switch(switch), .enter(enterDB), .addrWr(addrWr), .dataWr(dataWr), .wrEn(wrEn));
mem1R1W mem1R1W_1(.clk(clk), .addrRd(addrRd), .dataRd(dataRd), .addrWr(addrWr), .dataWr(dataWr), .wrEn(wrEn));
LedCPUcore #(FREQ)LedCPUcore_1(.clk(clk), .rst(rst), .addrRd(addrRd), .dataRd(dataRd), .outPattern(outPattern));
endmodule
module debounce (rst, clk, noisy, clean);
   input rst, clk, noisy;
   output clean;
   parameter NDELAY = 650000;
   parameter NBITS = 20;
   reg [NBITS-1:0] count;
   reg xnew, clean;
   always @(posedge clk)
		if(NDELAY != 0)
			if (rst) begin xnew <= noisy; clean <= noisy; count <= 0; end
			else if (noisy != xnew) begin xnew <= noisy; count <= 0; end
			else if (count == NDELAY) clean <= xnew;
			else count <= count+1;
		else
			clean <= noisy;
endmodule
module mem1R1W(
		clk,
		addrRd,
		dataRd,
		addrWr,
		dataWr,
		wrEn
);
input clk;
input [7:0] addrRd;
output reg [15:0] dataRd;
input [7:0] addrWr;
input [15:0] dataWr;
input wrEn;
reg [15:0] array [0:255];
always@(posedge clk) begin
	dataRd <= array[addrRd];
	if(wrEn)
		array[addrWr] <= dataWr;
end
endmodule
`timescale 1ns / 1ps
module progLogic(clk,rst,switch,enter,dataWr,addrWr,wrEn);
input clk,rst,enter;
input [7:0] switch;
output reg [15:0] dataWr;
output reg [7:0] addrWr;
output reg wrEn;
reg wrEnNext;
reg [7:0] addrWrNext;
reg [15:0] dataWrNext;
reg count,countNext;
reg enterPrev;
wire PosButton;
assign PosButton= enterPrev & ~ enter;
always @(posedge clk)begin
	enterPrev <= #1 enter;
	wrEn <= #1 wrEnNext;
	dataWr <= #1 dataWrNext;
	addrWr <= #1 addrWrNext;
	count <= #1 countNext;
end
always @(*)begin
	addrWrNext=addrWr;
	dataWrNext=dataWr;
	wrEnNext=wrEn;
	countNext=count;
	if(rst)begin
		wrEnNext=0;
		addrWrNext=0;
		dataWrNext=0;
		countNext=0;
	end
	else if(PosButton) begin
		if(count==0)begin
			dataWrNext[15:8]=switch; 
			addrWrNext=addrWr;
			countNext=count+1;
		end
		else if(count==1)begin
			dataWrNext[7:0]=switch; 
			addrWrNext=addrWr;
			wrEnNext=1;
		end
	end
	else if(wrEn)begin
		addrWrNext=addrWr+1;
		wrEnNext=0;
		countNext=0;
	end
end
endmodule
==> flow/run.sh <==
#!/bin/bash
# OpenROAD 26Q1-2900-gdf79404cd8, Yosys 0.63+post, stock flow scripts
make -C /OpenROAD-flow-scripts/flow DESIGN_CONFIG=/design/flow/config.mk WORK_HOME=/design/flow/orfs finish
==> flow/config.mk <==
export PLATFORM = sky130hd
export DESIGN_NAME = LedCPUwithRAM
export DESIGN_NICKNAME = LedCPUwithRAM
export VERILOG_FILES = /design/flow/design.v
export SDC_FILE = /design/flow/constraint.sdc
export NUM_CORES = 4
export LEC_CHECK = 1
export CORE_UTILIZATION = 40
==> flow/constraint.sdc <==
current_design LedCPUwithRAM

set clk_period 612.6
set clk_io_pct 0.2

create_clock -name clk0 -period $clk_period [get_ports {clk}]

set non_clock_inputs [all_inputs -no_clocks]
set_input_delay [expr $clk_period * $clk_io_pct] -clock clk0 $non_clock_inputs
set_output_delay [expr $clk_period * $clk_io_pct] -clock clk0 [all_outputs]
==> flow_metrics.rpt <==
==== FLOW RESULTS ====
----------------------------------------------------
[Floorplan]
  Area inside the core boundary ........................ 0.4061 mm2
  Number of rows in the core area ........................ 234
  Die H ........................ 640.7 um
  Die area ........................ 0.4105 mm2
  Boundary pin count ........................ 19
  Overall die width ........................ 640.7 um
  Starting utilization of the core area ........................ 0.4018

[Placement]
  Sum of net half-perimeters after detailed placement ........................ 266.5 mm
  Final estimated routing congestion in global placement ........................ 0.8994
  Place WS ........................ 488,400 ps
  Cell Count Post-Placement ........................ 13,110
  Port bufs ........................ 18
  Post-DP Area ........................ 0.1717 mm2

[Critical path]
  Critical Path, Cell by Cell ........................ clkdlybuf4s50_1
  Buffer and inverter count on the worst path ........................ 1
  Reg2Reg Launch Point ........................ LedCPUcore_1.addrRd[0]$_SDFFE_PP0P_
  Data required time at the worst endpoint ........................ 490,080 ps
  Start point of the critical path ........................ LedCPUcore_1.outPattern[0]$_SDFFE_PP0N_
  Kind of capture point of the worst setup path ........................ output port
  Family of cells with the greatest summed delay on the critical path ........................ buffers and inverters
  CP max-delay cell ........................ sky130_fd_sc_hd__clkdlybuf4s50_1
  Worst Path Arrival ........................ 1800 ps
  Top fanout value on the critical path ........................ 2
  Sort of element at the start of the critical path ........................ flip-flop
  Critical path class ........................ flip-flop to output port
  Max stage delay on crit path ........................ 480 ps

[Route]
  Total number of vias ........................ 79,240
  Number of detailed-routing iterations run before antenna repair ........................ 8
  Detail-routed via count per cell ........................ 5.705
  Routed WL ........................ 445.8 mm
  DRC violations left ........................ 0
  Routed length per placed instance ........................ 32.10 um
  Initial drt markers ........................ 5,446
  Post-route ant nets ........................ 0

[GRT]
  Pin count of the biggest net entering global routing ........................ 100
  Overflow after GRT ........................ 0
  Via count of the first global-routing pass ........................ 87,280
  First-pass GRT wire length ........................ 633.6 mm
  Aggregate global-route resource usage ........................ 0.2417
  Antenna violations before repair ........................ 14

[Power and ir drop]
  Power per standard cell area ........................ 3.082 mW/mm2
  P_sw ........................ 112.8 uW
  VDD IR max ........................ 0.002297 mV
  Clock Power Share ........................ 0.437
  Leakage power total ........................ 57.49 nW
  Fraction of power consumed by sequential logic ........................ 0.553
  Final Total Pwr ........................ 570.2 uW
  Proportion of total power due to net switching ........................ 0.1979
  Internal cell power ........................ 457.4 uW
  Combinational Power Share ........................ 0.009

[Timing]
  Final tally of max-slew violations ........................ 0
  Setup repair after global routing missed its margin ........................ false
  Pin slew with the least headroom to its limit ........................ 1197 ps
  Setup ws final ........................ 488,280 ps
  Post-layout minimum cycle time ........................ 124,320 ps
  Max transition margin ........................ 0.1937
  Number of hold violations in the final report ........................ 0
  Post-Route Setup TNS ........................ 0 ps
  Peak Freq ........................ 0.008044 GHz
  Setup Skew ........................ 81.57 ps
  Finish-stage setup viols ........................ 0
  Worst Hold Margin ........................ 431.4 ps
  Share of the cycle needed by the critical path after routing ........................ 0.2029

[Clock tree]
  Post-CTS Repair Setup Buffers ........................ 0
  Insertion delay at the late pin of the worst-skew pair ........................ 1020 ps
  Clock-pin slew of the registers on the worst-case setup and hold paths ........................ 60 ps
  Maximum level of the CTS H-tree ........................ 5
  Clock root buffer ........................ sky130_fd_sc_hd__clkbuf_16
  Number of buffers on the longest clock path ........................ 4
  Number of clock buffers inserted by TritonCTS ........................ 418
  Gates resized, CTS repair ........................ 0
  Post-cts hold-fix buffer tally ........................ 0
  CTS tree ........................ done
  Clock Sink Count ........................ 4,211

[Synthesis]
  Number of enable flip-flop cells ........................ 4,098
  Cell count listed in synth_stat.txt ........................ 7,571
  Proportion of synthesized flip-flops having asynchronous set or reset ........................ 0
  Count of cell types in the netlist ........................ 82
  Area reported by Yosys stat ........................ 0.1632 mm2
  Register share after synthesis ........................ 0.7681
  Post-synthesis instance area ........................ 0.1632 mm2
  Register bit total from synthesis ........................ 4,211
  Post-synthesis cell count ........................ 7,571
  Predominant post-synthesis flop cell ........................ sky130_fd_sc_hd__edfxtp_1
  Average footprint of a synthesized cell ........................ 21.55 um2
  Yosys synthesis warning count ........................ 4

[Flow run]
  Count of tool warnings ........................ 31
  Max-cap viol count ........................ 0

[Worst hold path]
  Worst hold path type ........................ flip-flop to flip-flop
  Startpoint of the most critical hold path ........................ debounce_1.clean$_DFFE_PP_

[Cells and area]
  Non-filler cells, final ........................ 13,890
  Layout cell share with drive strength beyond 1 ........................ 0.2684
  Design Area, Final ........................ 0.1850 mm2
  Share of the core filled with cells ........................ 0.4556
  P&R area growth vs syn ........................ 13.38%
  Fill count ........................ 32,840
  Commonest non-fill, non-tap cells in the layout ........................ sky130_fd_sc_hd__edfxtp_1 (4,098), sky130_fd_sc_hd__mux4_2 (952), sky130_fd_sc_hd__buf_4 (520), sky130_fd_sc_hd__clkbuf_16 (423), sky130_fd_sc_hd__mux2i_1 (380)
  Top cell excl fill/tap ........................ sky130_fd_sc_hd__edfxtp_1

[Run status]
  Run status ........................ finished, final reports clean

----------------------------------------------------
[area by class of cell]
cell class                 count  area, um2  area share
timing repair buffer         549       4299     0.02324
clock buffer                 532      11010     0.05954
sequential                  4211     125400      0.6779
inverter                      16      76.32   0.0004126
multi-input combinational   2903      35100      0.1898
clock inverter               236       2272     0.01228
tap                         5428       6792     0.03671
antenna                       14      35.03   0.0001894
[sequential cells by signal, indices dropped and copies added, names as in the netlist]
register / count
progLogic_1.dataWr: 16
mem1R1W_1.array: 4096
LedCPUcore_1.outPattern: 8
progLogic_1.addrWr: 8
mem1R1W_1.dataRd: 16
LedCPUcore_1.addrRd: 8
debounce_1.clean: 1
progLogic_1.enterPrev: 1
debounce_1.count: 20
LedCPUcore_1.count: 26
progLogic_1.wrEn: 1
debounce_1.xnew: 1
LedCPUcore_1.processTime: 8
progLogic_1.count: 1
[synthesized netlist by cell type, drive strengths merged, types with 4 or more instances]
library cell / count / area (um2)
a211oi: 27 / 207.7
a21o: 6 / 45.04
a21oi: 163 / 819.5
a221o: 8 / 80.08
a221oi: 81 / 734.5
a22o: 5 / 43.79
a22oi: 55 / 412.9
a31oi: 25 / 156.4
and2: 15 / 93.84
and3: 14 / 87.58
and4: 4 / 35.03
buf: 290 / 2455
clkbuf: 146 / 604.3
dfxtp: 113 / 2262
dlygate4sd1: 5 / 43.79
edfxtp: 4098 / 123100
ha: 10 / 125.1
inv: 13 / 48.79
mux2: 14 / 157.7
mux2i: 380 / 3804
mux4: 981 / 22200
nand2: 230 / 863.3
nand2b: 9 / 56.30
nand3: 60 / 300.3
nand3b: 4 / 30.03
nand4: 13 / 81.33
nor2: 376 / 1411
nor2b: 18 / 112.6
nor3: 30 / 150.1
nor4: 12 / 90.09
o2111ai: 9 / 78.83
o211ai: 23 / 172.7
o21ai: 116 / 580.6
o221ai: 30 / 262.8
o22ai: 48 / 300.3
o31ai: 6 / 45.04
o32ai: 5 / 43.79
or3: 8 / 50.05
xnor2: 25 / 219.0
xor2: 43 / 376.6
[final timing paths]
kind                                   end  slack (ps)  cells past startpoint
max                          outPattern[0]      488280                      1
min          progLogic_1.enterPrev$_DFF_P_         430                      0
max reg2reg    mem1R1W_1.dataRd[8]$_DFF_P_      606580                     10
min reg2reg  progLogic_1.enterPrev$_DFF_P_         430                      0
[per-layer routing]
metal,part of all wire,track usage,up-vias,routed length [um]
met3,0.20,0.2167,886,89710
li1,-,-,32770,-
met4,0.048,0.08539,30,21470
met5,0.0020,0.01867,-,877
met2,0.46,0.3428,5685,204000
met1,0.29,0.2569,39860,129700
[power by group through the flow]
stage         clock network, mW  logic [mW]  registers [mW]
CTS                       0.253     0.00539           0.315
global route              0.264     0.00580           0.315
finish                    0.249     0.00536           0.315
[cells by family (layout without fill, tap and decap cells)]
family	after synthesis	count (layout)	synth area share
buffers and inverters	457	1333	0.01939
AOI/OAI and AO/OA	643	643	0.02644
muxes	1375	1375	0.1604
DFF	4211	4211	0.7681
xor gates and xnor gates	68	68	0.003650
other	0	14	0
and+or+nand+nor	807	807	0.02133
adders and majority gates	10	10	0.0007668
Power figures rest on the tool's default switching activity, not on a simulated workload.
