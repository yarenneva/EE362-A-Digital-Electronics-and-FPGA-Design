==> flow/design.v <==
module VGAwithSwitch(push,clk, rst, switch,	hsync, vsync, rgb);
input [1:0] push;
input clk, rst;
input [2:0] switch;
output hsync, vsync;
output [2:0] rgb;
wire video_on;
wire [9:0] pixel_x, pixel_y;
vgaSync vgaSync(.clk(clk), .rst(rst), .hsync(hsync), .vsync(vsync), .video_on(video_on), .p_tick(), .pixel_x(pixel_x), .pixel_y(pixel_y));
pixelGeneration pixelGeneration(.clk(clk),.rst(rst),.push(push),.switch(switch), .pixel_x(pixel_x), .pixel_y(pixel_y), .video_on(video_on), .rgb(rgb));
endmodule
`timescale 1ns / 1ps
module pixelGeneration(push,clk,rst,switch, pixel_x, pixel_y, video_on, rgb);
input [1:0] push;
input clk,rst;
input [2:0] switch;
input [9:0] pixel_x, pixel_y;
input video_on;
output reg [2:0] rgb;
reg [9:0] pixelxNext, pixelyNext,pixelx,pixely; 
reg [1:0] buttonPrev;
wire [1:0] PosButton;
assign PosButton[0]= ~ buttonPrev[0] &  push[0];
assign PosButton[1]= ~ buttonPrev[1] &  push[1];
reg [21:0] counter, counterNext;
reg [21:0] inc, incNext;
reg  up, upNext,right, rightNext;
parameter COUNT = 22'h3FFFFF;
wire square_on;
always @(posedge clk) begin
	up <= #1 upNext;
	right <= #1 rightNext;
	pixelx <= #1 pixelxNext;
	pixely <= #1 pixelyNext;
	buttonPrev <= #1 push;
	counter <= #1 counterNext;
	inc <= #1 incNext;
end
always @(*) begin
	counterNext=counter+1;
	rgb = 3'b000;
	pixelxNext=pixelx;
	pixelyNext=pixely;
	incNext=inc;
	upNext = up;
	rightNext =right;
	if(rst)begin
		pixelxNext=320;
		pixelyNext=220;
		rgb = 3'b000;
		incNext=1;
		counterNext=0;
	end
	else if(video_on) begin
		if(square_on)
			rgb = switch;
		else
			rgb = 3'b110;
	end
	 if(counter == COUNT -1) begin
		counterNext=0;
		if ( up==1 && right==0 )begin
			pixelyNext =  pixely+10+inc;
			pixelxNext = pixelx-10-inc;	
		end	
		if(up==0 && right==0)begin
			pixelyNext = pixely -10-inc;
			pixelxNext = pixelx-10-inc;				
		end	
		if(right == 1 && up==0 )begin
			pixelxNext = pixelx+10+inc;	
			pixelyNext =  pixely-10-inc;
		end	
		if(right==1 && up ==1)begin
			pixelxNext = pixelx+10+inc;	
			pixelyNext =  pixely+10+inc;
		end
	end
	if( pixelx > 580 )begin
		rightNext = 0;
	end
	else if( pixelx <60)begin
		rightNext = 1;
	end
	else if(pixely <60)begin
		upNext= 1;
	end
	if(pixely > 420)begin
		upNext = 0;
	end
	if(PosButton[0])begin
		incNext = inc + 1;
	end
	if(PosButton[1])begin
		incNext = inc - 1;
	end
end
assign square_on = ((pixel_x > pixelx && pixel_x < pixelx+40) && (pixel_y > pixely && pixel_y < pixely+40));
endmodule
module vgaSync(clk, rst, hsync, vsync, video_on, p_tick, pixel_x, pixel_y);
input clk, rst;
output hsync, vsync, video_on, p_tick;
output [9:0] pixel_x, pixel_y;
parameter HD = 640;  
parameter HF = 48;  
parameter HB = 16;  
parameter HR = 96;  
parameter VD = 480;  
parameter VF = 10;  
parameter VB = 33;  
parameter VR = 2;  
reg mod2;
wire mod2Next;
reg [9:0] h_count, h_countNext;
reg [9:0] v_count, v_countNext;
reg v_sync, h_sync;
wire v_syncNext, h_syncNext;
wire h_end, v_end, pixel_tick;
always @(posedge clk) begin
		mod2 <= #1 mod2Next;
		v_count <= #1 v_countNext;
		h_count <= #1 h_countNext;
		v_sync <= #1 v_syncNext;
		h_sync <= #1 h_syncNext;
end
assign mod2Next = rst ? 0 : ~mod2;
assign pixel_tick = mod2;
assign h_end = (h_count == (HD+HF+HB+HR-1));
assign v_end = (v_count == (VD+VF+VB+VR-1));
always @(*) begin
	h_countNext = h_count;
	if(rst)
		h_countNext = 0;
	else if(pixel_tick)  
		if(h_end)
			h_countNext = 0;
		else
			h_countNext = h_count + 1;
end
always @(*) begin
	v_countNext = v_count;
	if(rst)
		v_countNext = 0;
	else if(pixel_tick & h_end)
		if(v_end)
			v_countNext = 0;
		else
			v_countNext = v_count + 1;
end
assign h_syncNext = rst ? 0 : (h_count >= (HD+HB) && h_count <= (HD+HB+HR-1));
assign v_syncNext = rst ? 0 : (v_count >= (VD+VB) && v_count <= (VD+VB+VR-1));
assign video_on = (h_count < HD) && (v_count < VD);
assign hsync = h_sync;
assign vsync = v_sync;
assign p_tick = mod2;
assign pixel_x = h_count;
assign pixel_y = v_count;
endmodule
==> flow/run.sh <==
#!/bin/bash
# OpenROAD 26Q1-2900-gdf79404cd8, Yosys 0.63+post, stock flow scripts
make -C /OpenROAD-flow-scripts/flow DESIGN_CONFIG=/design/flow/config.mk WORK_HOME=/design/flow/orfs finish
==> flow/config.mk <==
export PLATFORM = sky130hd
export DESIGN_NAME = VGAwithSwitch
export DESIGN_NICKNAME = VGAwithSwitch
export VERILOG_FILES = /design/flow/design.v
export SDC_FILE = /design/flow/constraint.sdc
export NUM_CORES = 4
export LEC_CHECK = 1
export CORE_UTILIZATION = 30
==> flow/constraint.sdc <==
current_design VGAwithSwitch

set clk_period 7.0
set clk_io_pct 0.2

create_clock -name clk0 -period $clk_period [get_ports {clk}]

set non_clock_inputs [all_inputs -no_clocks]
set_input_delay [expr $clk_period * $clk_io_pct] -clock clk0 $non_clock_inputs
set_output_delay [expr $clk_period * $clk_io_pct] -clock clk0 [all_outputs]
==> results.toml <==
# generated from flow reports
[synth]
yosysWarnings = 2
numSynthFlops = 79
top_cells_by_count = "ha_1, inv_1, nor2_1, dfxtp_1, a21oi_1"
top_cell = "ha_1"
yosysTopAreaCell = "ha_1"
ff_type = "dfxtp_1"
syn_inst = 792
edf_count = 10
syn_area_um2 = 6660
area_leaders = "ha_1, dfxtp_1, xnor2_1"
async_reset_ff_frac = 0
synth_cell_types = 66
ys_cells = 792
seq_area_frac_synth = 0.253
top_cell_area_share = 0.214
yosys_area_um2 = 6660
synth_area_per_cell_um2 = 8.40

[critical_path]
crit_family = "simple AND/OR/NAND/NOR gates"
critPathKind = "reg -> out"
crit_path_max_fanout = 6
slowest_delay_ps = 500
cp_num_buf_inv = 1
startpoint = "pixelGeneration.pixely[3]"
critical_path_required_ps = 5600
cp_cell_sequence = "ha_1 > o21ai_0 > xnor2_1 > ha_1 > a211oi_1 > nand2_1 > nor4_1 > a211oi_1 > nor4_1 > and3_1 > clkdlybuf4s50_1"
startpoint_type = "flop"
critPathSlowestCell = "nor4_1"
cp-end-kind = "output pin"
cp.arrival_ps = 3280
reg2reg_from = "pixelGeneration.inc[1]"

[clocking]
path_clk_slew_ps = 70
clockBufferDepth = 2
cts_hold_buf = 0
cts_setup_buffers = 0
clock_sinks = 79
clock-root-buffer = "clkbuf_16"
cts_buffers = 9
htreeDepth = 3
clock_latency_ps = 350
cts_tree = "yes"
cts_resized = 0

[global_route]
antenna_found_initial = 0
grt_util_all_layers = 0.143
overflow = 0
grt_max_degree = 23
grt_pass1_wl_um = 25600
grt_pass1_vias = 5029

[place]
hpwl_um = 11300
portBuffers = 11
place.gp.congestion = 0.886

[sta]
final.setup.tns_ps = 0
min_period_ps = 4680
hold_ws_ps = 483
worstMarginPinSlew_ps = 851
final_hold_viol_count = 0
period_used_share = 0.668
slew_headroom = 0.432
slew_violations = 0
fmax_mhz = 214
skew_ps = 9.53
rsz0062_at_grt = "no"
setup_viol = 0

[drt]
drc_errors = 0
dr.pass1.iters = 4
vias = 5408
ant_nets = 0
first_iter_violations = 403
vias_per_cell = 4.98
wirelength_um = 15200
avgRoutedWirePerCell_um = 14.0
diodes = 0

[pwr]
p_comb_frac = 0.317
total_switching_power_mw = 0.512
seqPwrFrac = 0.349
p_per_area_nw_per_um2 = 203
power.share.switching = 0.342
leakage_nw = 3.12
p_int_mw = 0.987
ir_drop_mv = 0.132
clkPwrFrac = 0.334

[die]
dieArea_um2 = 22800
ios = 12
rows = 54
floorplan.core_util = 0.306
die_x_um = 151
core_area_um2 = 21800
die_y_um = 151

[min_path]
hp-class = "reg -> reg"
hold_start = "pixelGeneration.counter[0]"

[final_layout]
drive_above_1_share = 0.0447
syn2layout_area_growth_pct = 10.8
fill_cells = 2274

[job]
maxCapViolations = 0
warnings = 52

[run_status]
status = "finished, final reports clean"
layout make-up:
class | count | area (µm²) | share of cell area
clock buffers | 11 | 253 | 0.0343
inverters | 85 | 319 | 0.0432
clock inverters | 5 | 63.8 | 0.00865
repair buffers | 14 | 133 | 0.0180
multi-input cells | 611 | 4580 | 0.620
well taps | 280 | 350 | 0.0475
flip-flops and latches | 79 | 1680 | 0.228
kinds of logic after synthesis:
group	Yosys count	share of synthesized area
AOI/OAI and AO/OA	152	0.148
xor gates and xnor gates	79	0.104
adders and majority gates	118	0.226
buffers and inverters	102	0.0605
DFF	79	0.253
muxes	11	0.0171
and+or+nand+nor	251	0.191
placed cells by master (no fill, tap or decap), types with 4 or more instances in the layout:
| cell type | synthesis | layout |
|---|---|---|
| o21ai_1 | 6 | 6 |
| nand2b_1 | 8 | 8 |
| mux2i_1 | 8 | 8 |
| nand3_1 | 34 | 34 |
| nand4_1 | 18 | 18 |
| clkdlybuf4s50_1 | 0 | 11 |
| o21bai_1 | 7 | 7 |
| nor2b_1 | 5 | 5 |
| ha_1 | 114 | 114 |
| a211oi_1 | 11 | 11 |
| a21oi_1 | 44 | 44 |
| a21o_1 | 4 | 4 |
| o22ai_1 | 5 | 5 |
| o31ai_1 | 9 | 9 |
| nor4_1 | 12 | 11 |
| or3_1 | 6 | 6 |
| a31oi_1 | 7 | 7 |
| clkbuf_16 | 0 | 9 |
| inv_1 | 85 | 85 |
| dfxtp_1 | 69 | 69 |
| nor3_1 | 23 | 23 |
| nand2_1 | 39 | 39 |
| o21ai_0 | 24 | 24 |
| nor2_1 | 78 | 78 |
| xnor2_1 | 41 | 41 |
| xor2_1 | 38 | 38 |
| o211ai_1 | 6 | 6 |
| o41ai_1 | 5 | 5 |
| edfxtp_1 | 10 | 10 |
| and3_1 | 12 | 12 |
| fa_1 | 4 | 4 |
stage by stage:
| step | utilization | worst slack (ps) | instances | area [µm²] | total power [mW] |
|---|---|---|---|---|---|
| CTS | 0.339 | 2240 | 1085 | 7380 | 1.52 |
| global placement | 0.325 | 2690 | 1069 | 7060 | 1.00 |
| floorplan | - | 3430 | 792 | 6660 | 0.891 |
| global route | 0.339 | 2020 | 1085 | 7380 | 1.61 |
| finish | 0.339 | 2320 | 1085 | 7380 | 1.50 |
| detailed placement | 0.325 | 2650 | 1069 | 7060 | 1.00 |
worst register-to-register path, delay by kind of cell (launching register included):
kind            cells  cell delay (ps)
flops               1              500
xor+xnor            1              140
buf+inv             2              190
fa+ha+maj           3              950
compound gates      5             1070
worst paths after layout:
path / to / slack, ps / depth (start not counted)
worst min register to register: pixelGeneration.counter[0] / 480 / 1
worst max register to register: pixelGeneration.pixely[9] / 4010 / 11
worst min-delay path: pixelGeneration.counter[0] / 480 / 1
worst max-delay path: rgb[0] / 2320 / 11
registers in the layout, indices dropped and copies added, names as in the netlist:
name and cells:
vgaSync.mod2 1, vgaSync.v_sync 1, pixelGeneration.buttonPrev 2, vgaSync.h_sync 1, vgaSync.v_count 10, pixelGeneration.pixely 10
pixelGeneration.up 1, vgaSync.h_count 10, pixelGeneration.inc 10, pixelGeneration.counter 22, pixelGeneration.pixelx 10, pixelGeneration.right 1
per-layer routing:
layer | wire length [µm] | global-route usage
met1 | 7800 | 0.219
met2 | 6840 | 0.224
met3 | 447 | 0.0215
met4 | 113 | 0.0115
met5 | 0 | 0
power groups by stage:
stage | Clock, mW | Sequential [mW] | Combinational (mW)
after CTS | 0.520 | 0.523 | 0.477
final | 0.501 | 0.523 | 0.476
after global routing | 0.538 | 0.527 | 0.541
Power is estimated from default activity; no workload was simulated.
